File: design.v
`default_nettype none
module testing(
	input CLK_IN,
	input J3_3,
	output GLED5,
	output RLED1,
	output RLED2,
	output RLED3,
	output RLED4
);
	localparam WIDTH = 25; reg [WIDTH-1:0] counter;
	always @(posedge CLK_IN)
		counter <= counter + 1;
	reg out;
	always @(posedge J3_3)
		out <= ~out;
	assign GLED5 = 1'b1;
	assign RLED1 = counter[WIDTH-1];
	assign RLED2 = counter[WIDTH-2];
	assign RLED3 = out;
	assign RLED4 = ~out;
endmodule        
File: run.sh
#!/bin/bash
# OpenROAD 26Q1-2900-gdf79404cd8, Yosys 0.63+post, stock flow scripts
make -C /OpenROAD-flow-scripts/flow DESIGN_CONFIG=/design/flow/config.mk WORK_HOME=/design/flow/orfs finish
File: config.mk
export PLATFORM = sky130hd
export DESIGN_NAME = testing
export DESIGN_NICKNAME = testing
export VERILOG_FILES = /design/flow/design.v
export SDC_FILE = /design/flow/constraint.sdc
export NUM_CORES = 4
export LEC_CHECK = 1
export CORE_AREA = 10 10 104 104
export DIE_AREA = 0 0 114 114
File: constraint.sdc
current_design testing

set clk_period 5.8
set clk_io_pct 0.2

create_clock -name clk0 -period $clk_period [get_ports {CLK_IN}]
create_clock -name clk1 -period $clk_period [get_ports {J3_3}]

set non_clock_inputs [all_inputs -no_clocks]
set_input_delay [expr $clk_period * $clk_io_pct] -clock clk0 $non_clock_inputs
set_output_delay [expr $clk_period * $clk_io_pct] -clock clk0 [all_outputs]
==> impl_metrics.json <==
{
  "status": "finished clean",
  "cp.required_ns": 4.64,
  "hold_viol": 0,
  "ir_drop_mv": 0.1009,
  "path_buffers": 1,
  "routedWlPerCell_um": 6.631,
  "p_per_area_nw_per_um2": 229.7,
  "cts_resized": 0,
  "hold_slack_ns": 0.3815,
  "synth_seq_share": 0.5239,
  "diodes": 0,
  "die_h_um": 114,
  "hp-class": "reg -> reg",
  "final_util": 0.1390,
  "drt_iter0_drc": 12,
  "numSynthFlops": 26,
  "rows": 34,
  "crit_path_cell_trace": "clkdlybuf4s50_1",
  "grt_pass1_vias": 602,
  "antenna_found_initial": 0,
  "cts_tree": "done",
  "fillers": 991,
  "ios": 7,
  "cts-root-buf": "clkbuf_8",
  "tool_warnings": 27,
  "fin_skew_ns": 0.002078,
  "ys_cells": 91,
  "grt_overflow": 0,
  "syn2layout_area_growth_pct": 21.41,
  "fin_setup_tns_ns": 0,
  "synth_cells": 91,
  "postRouteAntennaNets": 0,
  "die_area_um2": 13000,
  "postSynthAreaPerCell_um2": 10.92,
  "max_stage_delay_ns": 0.48,
  "worstPathArrival_ns": 1.11,
  "synthTopCellsByArea": "dfxtp_1 52%, xnor2_1 13%, xor2_1 7.1%",
  "numCtsBuffers": 3,
  "detail_route.vias_per_cell": 2.922,
  "setup_viol": 0,
  "cts_max_level": 1,
  "syn_area_um2": 993.5,
  "yosysChipArea_um2": 993.5,
  "first_pass_iters": 2,
  "die_x_um": 114,
  "grt.total_usage": 0.02382,
  "place_congestion": 0.7609,
  "dp_hpwl_mm": 1.032,
  "critPathLaunchType": "register",
  "cts_buffer_depth": 2,
  "drc_errors": 0,
  "synth_cell_types": 20,
  "grt_max_degree": 14,
  "crit_type": "reg -> out",
  "drv_cap": 0,
  "postCtsSetupBuffers": 0,
  "slew_viol_final": 0,
  "cpMaxStageDelayCell": "clkdlybuf4s50_1",
  "final_layout_size_suffix_gt1_frac": 0.08163,
  "leakage_nw": 0.4170,
  "floorplan.core_util": 0.1145,
  "top_cell_area_share": 0.5239,
  "wl_mm": 1.366,
  "cp-end-kind": "output port",
  "top_area_cell": "dfxtp_1",
  "via_count": 602,
  "port_buffers": 4,
  "rsz0062_at_grt": "no",
  "clkSlewWorstSetupHoldPaths_ns": 0.08,
  "yosys_warnings": 1,
  "coreArea_um2": 8678,
  "grt_pass1_wl_mm": 2.635,
  "path_max_fanout": 3,
  "cts_hold_buf": 0,
  "crit_family": "buffers and inverters"
}
==> where the power goes <==
group	switching [mW]	total, mW	internal [mW]
clock	0.0496	0.0986	0.0490
sequential	0	0.178	0.178
combinational	0.0000307	0.0000309	0
==> cells in the final DEF, fill, tap and decap left out <==
cell type,synthesis,layout
ha_1,1,1
and3_1,3,3
nor4_4,1,1
inv_1,3,3
xnor2_1,15,15
nand2_1,6,6
dfxtp_1,26,26
nand4_4,1,1
nand4_1,4,4
nand3_1,10,10
and4_1,1,1
nor4_1,1,1
clkbuf_1,0,1
xor2_1,8,8
conb_1,1,1
and4_2,1,1
nor2_1,5,5
nor3_4,1,1
nand4_2,1,1
clkbuf_8,0,3
nor3_1,1,1
clkdlybuf4s50_1,0,4
==> routing by layer <==
metal / vias to the layer above / wire length, um / GRT usage
li1: 322 / - / -
met1: 270 / 699 / 0.03107
met2: 8 / 552 / 0.03417
met3: 2 / 104 / 0.01489
met4: 0 / 9 / 0.001671
met5: - / 0 / 0
==> final cells by class <==
type	instances	area, um^2	share of cell area
Multi-Input combinational cell	61	454.2	0.3766
Tap cell	108	135.1	0.1120
Inverter	3	11.26	0.009336
Clock buffer	4	45.04	0.03734
Timing Repair Buffer	4	40.04	0.03319
Sequential cell	26	520.5	0.4315
==> through the flow <==
step / cells / instance area (um^2) / total power, mW / worst slack (ns)
after global routing: 206 / 1206 / 0.2887 / 3.462
final: 206 / 1206 / 0.2770 / 3.534
after CTS: 206 / 1206 / 0.2829 / 3.513
after floorplan: 91 / 993.5 / 0.1830 / 4.329
after global placement: 202 / 1161 / 0.1826 / 3.828
after detailed placement: 202 / 1161 / 0.1826 / 3.811
==> final timing paths <==
path | startpoint | endpoint | slack (ns) | cells past startpoint
worst max-delay path | counter[23] | RLED2 | 3.53 | 1
worst min-delay path | out | out | 0.38 | 1
worst max register to register | counter[10] | counter[22] | 4.30 | 4
worst min register to register | out | out | 0.38 | 1
max in group clk1 | out | out | 5.33 | 1
min in group clk0 | counter[0] | counter[0] | 0.40 | 1
==> Yosys cell counts <==
library cell,count
dfxtp_1,26
xnor2_1,15
nand3_1,10
xor2_1,8
nand2_1,6
nor2_1,5
nand4_1,4
and3_1,3
inv_1,3
and4_1,1
and4_2,1
buf_4,1
conb_1,1
ha_1,1
nand4_2,1
nand4_4,1
nor3_1,1
nor3_4,1
nor4_1,1
nor4_4,1
==> kinds of logic (layout without fill, tap and decap cells) <==
family                   Yosys count  after routing  synth area share
XOR/XNOR                          23             23            0.2028
adder cells (fa/ha/maj)            1              1           0.01259
buffers and inverters              4             11           0.01889
flip-flops                        26             26            0.5239
other                              1              1          0.003775
AND/OR/NAND/NOR                   36             36            0.2380
==> worst reg2reg max path, delay by kind of cell, from the launching register on <==
kind | cells | cell delay, ns
xor+xnor | 1 | 0.15
simple gates | 3 | 0.83
flops | 1 | 0.42
==> state kept, by name, summed over array words and instances (netlist names) <==
| name | count |
|---|---|
| counter | 25 |
| out | 1 |
Power and IR drop assume default switching activity.
