`flow/run.sh`:
```
#!/bin/bash
# OpenROAD 26Q1-2900-gdf79404cd8, Yosys 0.63+post, stock flow scripts
make -C /OpenROAD-flow-scripts/flow DESIGN_CONFIG=/design/flow/config.mk WORK_HOME=/design/flow/orfs finish
```
`flow/config.mk`:
```
export PLATFORM = sky130hd
export DESIGN_NAME = fsm
export DESIGN_NICKNAME = fsm
export VERILOG_FILES = /design/flow/design.v
export SDC_FILE = /design/flow/constraint.sdc
export NUM_CORES = 4
export LEC_CHECK = 1
export CORE_AREA = 10 10 70 70
export DIE_AREA = 0 0 80 80
```
`flow/constraint.sdc`:
```
current_design fsm

set clk_period 1.0
set clk_io_pct 0.2

create_clock -name clk0 -period $clk_period [get_ports {CLK_IN}]

set non_clock_inputs [all_inputs -no_clocks]
set_input_delay [expr $clk_period * $clk_io_pct] -clock clk0 $non_clock_inputs
set_output_delay [expr $clk_period * $clk_io_pct] -clock clk0 [all_outputs]
```
`flow/design.v`:
```
module edge_detector (
	input clk,
	input dataIn,
	input rst,
	output dataOut
);
	reg prev;
	always @(posedge clk) begin
		if (rst) prev <= 0;
		else prev <= dataIn;
	end
	assign dataOut = ~dataIn & prev;
endmodule
module fsm #(
	parameter TIMEOUT = 1000
) (
	input CLK_IN, 
	input DATA_IN,
	input rst,
	output GLED5, 
	output RLED1, 
	output RLED2, 
	output RLED3, 
	output RLED4,
	output reg [3:0] amplitude
);
	localparam 
		Reset = 0,  
		Edge1 = 1,  
		Edge2 = 2,  
		DataIn = 3,  
		Adding = 4,  
		Subtracting = 5,  
		EndBit = 6,  
		WaitScan = 7,  
		SendPos = 8,  
		SendNeg = 9;  
	reg [3:0] cs;  
	reg [3:0] ns;  
	reg [9:0] counter1;  
	reg count1;  
	reg [4:0] counter2;  
	reg count2;  
	reg [3:0] dataStorage;
	reg [1:0] shift; 
	reg positiveCurrent;
	wire dataBit;
	edge_detector detect (
		.clk(CLK_IN),
		.dataIn(DATA_IN),
		.rst(rst),
		.dataOut(dataBit)
	);
	always @(posedge CLK_IN) begin
		if (rst) begin
			cs <= 4'b0;
			counter1 <= 10'b0;
			counter2 <= 5'b0;
			dataStorage <= 4'b0;
			shift <= 2'b11;
			amplitude <= 4'b0;
			positiveCurrent <= 1'b1;
		end else begin
			cs <= ns;
			if (count1 && count2) begin
				counter2 <= counter2 - 1'b1;
			end else if (count1) begin
				counter1 <= counter1 + 1'b1;
			end else if (count2) begin
				counter2 <= counter2 + 1'b1; 
			end
		end
	end
	always @(*) begin
		case (cs)
			Reset: begin
				if (dataBit) begin
					ns = Edge1;
					counter1 = 10'b0;
				end else begin
					ns = Reset;
				end
			end
			Edge1: begin
				count1 = 1;
				if (counter1 > TIMEOUT) ns = Reset;
				else if (dataBit) begin
					ns = Edge2;
					counter1 = 0;
					count1 = 0;  
				end else begin
					ns = Edge1;
				end
			end
			Edge2: begin
				count1 = 1;
				if (counter1 > TIMEOUT) ns = Reset;
				else if (dataBit) begin
					ns = DataIn;
					counter1 = 0;
					count1 = 0; 
				end else begin
					ns = Edge2;
				end
			end
			DataIn: begin
				if (dataBit) begin
					ns = Adding;
					counter2 = 5'b01111;
				end else ns = DataIn;
				dataStorage = 0;
				shift = 2'b11;
			end
			Adding: begin
				count2 = 1;
				if (dataBit) ns = Subtracting;
				else begin
					ns = Adding;
				end
			end
			Subtracting: begin
				count1 = 1;
				if (dataBit) ns = EndBit;
				else ns = Subtracting;
			end
			EndBit: begin
				count1 = 0;
				count2 = 0;
				dataStorage[shift] = counter2[4];	
				if (dataBit) begin
					if (shift == 2'd0) begin
						ns = WaitScan;
						shift = 2'b11;
					end
					else begin
						counter2 = 5'b01111;
						shift = shift - 1;
						ns = Adding;
					end
				end
			end
			WaitScan: begin
				if (dataBit) ns = SendPos;
				else ns = WaitScan;
			end
			SendPos: begin
				positiveCurrent = 1;
				amplitude = dataStorage;
				if (dataBit) ns = SendNeg;
				else ns = SendPos;
			end
			SendNeg: begin
				positiveCurrent = 0;
				if (dataBit) ns = SendPos;
				else ns = SendNeg;
			end
			default: ns = Reset;
		endcase
	end
	assign GLED5 = positiveCurrent;
	assign RLED1 = cs[0];
	assign RLED2 = cs[1];
	assign RLED3 = cs[2];
	assign RLED4 = cs[3];
endmodule
```
==> notes.md <==
yosys + openroad results -> number of max-slew violations in the final report=0, Fill cells=between 300 and 400, Mapped Area=between 300 and 400 µm², via total after detailed routing=roughly 270, cell type group with the largest total delay on the critical path=flip-flops, total power divided by cell area=932.9 mW/mm², final setup violating endpoints=0, result of the run=complete, no violations, initial core utilization=0.1037, die area=~0.0064 mm², clock transition at the register clock pins on the worst setup and hold paths after CTS=roughly 50 ps, OpenROAD warning count=25, Setup CP Type=reg -> out, Sw Share=0.2065, fraction of final layout cells sized beyond drive strength 1=0.2449, largest area contributor in the netlist=sky130_fd_sc_hd__dfxtp_1, # Cells Yosys=38, number of distinct library cells after synthesis=18, design area=between 400 and 500 µm², Tcrit/Tclk final=0.9408, violation count after the first detailed-routing iteration=3, cell breakdown of the critical path=clkdlybuf4s15_1, number of buffers between clock root and the deepest sink=2, Slowest cell on crit path=sky130_fd_sc_hd__dfxtp_2, sequential power share=0.442, n_diodes=0, antenna violation net count after detailed routing=0, share of the synthesized area in the top cell type=0.2827, number of register pins that no clock reaches=4, Data required, critical path=approximately 800 ps, total routing usage reported by global routing=0.02433, CP max FO=2, synthesized instance count=38, die height=80 µm, Worst Hold Class=in -> reg, overall die width=approximately 80 µm, Site Rows=21, Ports=12, wirelength, routed=slightly above 700 µm, via/cell ratio=between 2 and 3, worst path buffer plus inverter count=1, setup repair after global routing missed its margin=no, Wirelength per Cell=7.621 µm, synthesized chip area reported by yosys=~350 µm², area growth from synthesis to layout=39.93%, yosys synthesis warning count=roughly 64, GR Layer Usage met3=0.02159, capturing element type of the critical path=output port, number of antenna violations at the first check in global routing=0, drt drc=0, Least-Margin Pin Slew=601.8 ps, Slew headroom=0.5951, setup_tns=0 ps, instance area after placement=between 400 and 500 µm², Cell Int Power=0.0003668 W, net switching power=about 0.000095 W, floorplan core area=between 0.003 and 0.004 mm², combinational share of power=0.049, count of buffers inserted at the top-level ports=6, Post-CTS Setup Bufs=0, number of enable-type register cells in the synthesized netlist=0, clock tree root driver cell=sky130_fd_sc_hd__clkbuf_4, Clock H-tree levels=1, routability cong.=0.7043, clock tree from TritonCTS=built, top flip-flop cell by instance count after synthesis=sky130_fd_sc_hd__dfxtp_1, via count of the first global-routing pass=258, timing-limited maximum frequency=between 1 and 1.5 GHz, Remaining Overflow, GRT=0, cells taking the most area after synthesis=sky130_fd_sc_hd__dfxtp_1 (28%), sky130_fd_sc_hd__dlxtn_1 (17%), sky130_fd_sc_hd__buf_4 (11%), power share of the clock group=0.509, endpoints left unconstrained=4, global routing met1 resource utilization=0.02929, Leakage=between 0.2 and 0.25 nW, data arrival at the endpoint of the critical path=around 740 ps, global-route wire length before repair=between 1 and 1.5 mm, cts bufs inserted=3, maximum number of pins on one net before global-route repair=9, slowest stage delay, CP=320 ps, top cells by count=sky130_fd_sc_hd__nor2b_1 (6), sky130_fd_sc_hd__buf_4 (5), sky130_fd_sc_hd__dfxtp_1 (5), number of synthesized register bits=9, Global Route met2 Usage=0.02889, max-cap violation count=0, Finished Core Util=0.1451, most crowded layer after global routing=met1, length of the first detailed-routing pass in iterations=2, Syn Area/Cell=just over 9 µm², minimum period implied by the final worst setup slack=940.8 ps, async set-reset flop share out of synthesis=0, top-count cell post-synth=sky130_fd_sc_hd__nor2b_1, Final Hold Violating Endpoints=0, launching element type of the critical path=flip-flop, IR drop worst, VDD=0.1902 mV
## worst paths after layout
kind,slack (ps),end,from,cells after the start
min,570,detect.prev,DATA_IN,2
max,60,RLED1,cs[0],1
## logic make-up after synthesis
family	share of synthesized area
and+or+nand+nor	0.2792
buffers and inverters	0.1378
AOI/OAI and AO/OA	0.08481
other	0.02121
DFF	0.2827
latches	0.1696
xor gates and xnor gates	0.02474
## registers in the layout, indices dropped and copies added, names as in the netlist
name,flops
ns,4
cs,4
detect.prev,1
## metrics by stage
stage          std cells  power [W]  setup slack [ps]  hold WS [ps]
2_1_floorplan         41  0.0002305             443.0         271.6
5_1_grt               95  0.0005012             6.598         587.0
6_report              95  0.0004622             59.16         568.4
3_5_place_dp          91  0.0002319             2.699         832.2
3_3_place_gp          91  0.0002316             1.405         814.7
4_1_cts               95  0.0004736             1.334         572.7
## layout by cell type (no fill, tap or decap), drive strengths merged, types with 2 or more instances in the layout
master and instances:
buf 4, clkbuf 4, clkdlybuf4s15 4, clkdlybuf4s50 2, conb 5, dfxtp 5, dlxtn 4, nand3b 2
nor2 3, nor2b 6
## per-layer routing
layer | vias up | share of wire
li1 | 140 | -
met1 | 118 | 0.48
met2 | 10 | 0.37
met3 | 4 | 0.11
met4 | 0 | 0.033
met5 | - | 0
## power by group through the flow
stage,registers [W],clock network (W),logic (W)
6_report,0.000204,0.000235,0.0000228
5_1_grt,0.000204,0.000271,0.0000260
4_1_cts,0.000204,0.000245,0.0000240
## final cells by class
type | instances | area [µm²] | share of cell area
repair buffers | 10 | 90.09 | 0.1818
clock buffers | 4 | 26.28 | 0.05303
multi-input cells | 26 | 156.4 | 0.3157
well taps | 46 | 57.56 | 0.1162
flip-flops and latches | 9 | 165.2 | 0.3333
## timing repair
item                       CTS  global route
hold buffers                 0             0
setup endpoints to repair    4             3
pin swaps                    0             0
gates resized                9             3
No activity file was given, so power comes from the tool's default toggle rates.
